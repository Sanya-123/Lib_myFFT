==> design/flow/design.v <==
`timescale 1ns / 1ps
module memForFFT #(parameter DATA_FFT_SIZE = 16,
                   parameter SIZE_BITS_ADDRES = 4   )
    (
    i_clk,
    i_writeEn,
    i_readEn,
    i_addr,
    i_addr_r,
    i_inData,
    o_outData,
    i_writeEn2,
    i_readEn2,
    i_addr2,
    i_addr_r2,
    i_inData2,
    o_outData2
    );
    input i_clk;
    input i_writeEn;
    input i_readEn;
    input [SIZE_BITS_ADDRES-1:0] i_addr;
    input [SIZE_BITS_ADDRES-1:0] i_addr_r;
    input [DATA_FFT_SIZE-1:0] i_inData;
    output reg [DATA_FFT_SIZE-1:0] o_outData;
    input i_writeEn2;
    input i_readEn2;
    input [SIZE_BITS_ADDRES-1:0] i_addr2;
    input [SIZE_BITS_ADDRES-1:0] i_addr_r2;
    input [DATA_FFT_SIZE-1:0] i_inData2;
    output reg [DATA_FFT_SIZE-1:0] o_outData2;
    reg [DATA_FFT_SIZE-1:0] data [2**SIZE_BITS_ADDRES-1:0];
    reg [DATA_FFT_SIZE-1:0] data2 [2**SIZE_BITS_ADDRES-1:0];
    always @(posedge i_clk)
    begin
        if(i_readEn)  o_outData <= data[i_addr_r]; 
        if(i_writeEn) data[i_addr] <= i_inData; 
        if(i_readEn2)  o_outData2 <= data2[i_addr_r2]; 
        if(i_writeEn2) data2[i_addr2] <= i_inData2; 
    end
endmodule
==> design/flow/run.sh <==
#!/bin/bash
# OpenROAD 26Q1-2900-gdf79404cd8, Yosys 0.63+post, stock flow scripts
make -C /OpenROAD-flow-scripts/flow DESIGN_CONFIG=/design/flow/config.mk WORK_HOME=/design/flow/orfs finish
==> design/flow/config.mk <==
export PLATFORM = sky130hd
export DESIGN_NAME = memForFFT
export DESIGN_NICKNAME = memForFFT
export VERILOG_FILES = /design/flow/design.v
export SDC_FILE = /design/flow/constraint.sdc
export NUM_CORES = 4
export LEC_CHECK = 1
export CORE_UTILIZATION = 50
==> design/flow/constraint.sdc <==
current_design memForFFT

set clk_period 4.6
set clk_io_pct 0.2

create_clock -name clk0 -period $clk_period [get_ports {i_clk}]

set non_clock_inputs [all_inputs -no_clocks]
set_input_delay [expr $clk_period * $clk_io_pct] -clock clk0 $non_clock_inputs
set_output_delay [expr $clk_period * $clk_io_pct] -clock clk0 [all_outputs]
==> summary.txt <==
fresh numbers from the pnr run: Residual DRC=0, # H-tree levels=2, proportion of layout cells with a drive suffix above 1=25.9%, RSZ-0062 raised after global routing=false, vias in the first global route=10300, Tightest Pin Transition=0.782 ns, post-detail-place hpwl=24.2 mm, core area=40000 um^2, total power per unit cell area=443 nW/um^2, HP Start=data2[15][4], tool warnings=25, post-route setup slack=2.10 ns, Lkg Pwr=0.00767 uW, status=complete, no violations, Post-synth seq share=80.0%, final setup fails=0, Synth Register Bits=544, Cell Type Count=18, residual overflow from global routing=0, TNS Setup=0 ns, Final Max Tran Viols=0, Vias/cell=5.85, Worst Path Max Fanout=28, # hold bufs at CTS=0, yosys stat area=20400 um^2, FP Rows=73, cts repair resizes=0, CTS Root Cell=clkbuf_16, maximum VDD drop=0.315 mV, Post-DRT Antenna Nets=0, total CTS buffers=54, initial antenna violation count=2, worst path arrival time=2.83 ns, max_slew headroom=47.9%, DRT iter0 DRCs=459, chip width=204 um, first-pass GRT wire length=63.4 mm, Total Wirelength=42.5 mm, clk_skew=0.0125 ns, Routed WL per cell=26.8 um, critical path launch point=i_addr_r2[0], GRT Util Overall=24.2%, hold slack=0.742 ns, required time worst endpoint=4.94 ns, I/O pins=85, CTS Buffer Depth=3, Synth Instances=864, die span in y=204 um, CP Class=input port to flop, Latency at later pin=0.60 ns, Yosys Instances=864, CTS tree=built, period utilization=54.2%, FP Util=51.0%, IO buf count=84, GPL Wtd Cong=0.803, pin count of the biggest net entering global routing=31, crit end category=flop, via count=9262, CTS Sinks=544, Die Size=41600 um^2, Placement Setup Slack=1.45 ns, final hold vios=0, worst hold path class=flop to flop, r2r startpoint=data2[3][9], synthesized area=20400 um^2, Clock Pin Slew Worst Setup and Hold Paths=0.06 ns, # Max-Cap Violations=0, fmax=401 MHz, Layout fillers=2814, CP Launch Type=input port, area grow syn2layout=17.3%, yosys warns=1, post-CTS setup buffers=0, Period minus WS final=2.50 ns, Mean Syn Cell Area=23.6 um^2, DR pass1 iterations=4
-- critical path: stages --
cell	delay [ns]
buf_4	0.45
buf_4	0.47
mux4_1	0.62
a22oi_1	0.27
nand2_1	0.08
-- where the power goes --
| part | total (uW) | internal (uW) | switching, uW |
|---|---|---|---|
| Clock | 4480 | 2690 | 1790 |
| Sequential | 5620 | 5590 | 30.8 |
| Combinational | 515 | 241 | 274 |
-- registers in the layout, summed over array words and instances (netlist names) --
signal      flops
data2         256
data          256
o_outData2     16
o_outData      16
-- metal layers --
| metal | vias up | share of wire [%] | global-route usage [%] |
|---|---|---|---|
| li1 | 4021 | - | - |
| met1 | 4618 | 34 | 35.1 |
| met2 | 557 | 51 | 36.7 |
| met3 | 64 | 13 | 14.0 |
| met4 | 2 | 2.0 | 4.08 |
| met5 | - | 0.031 | 0.714 |
-- Yosys cell counts --
library cell,n,area [um^2]
mux4_1,21,552
nand2b_1,4,25.0
a22oi_1,64,480
nor2b_1,4,25.0
nand2_1,34,128
buf_6,8,90.1
buf_2,8,40.0
mux4_2,107,2410
edfxtp_1,544,16300
nand3_1,2,10.0
nor3_1,8,40.0
buf_4,7,52.6
or3b_2,2,17.5
and2_1,2,12.5
buf_1,4,15.0
clkbuf_1,15,56.3
nand3b_1,4,30.0
nor2_1,26,97.6
-- placed cells by master (no fill, tap or decap) --
cell,count
edfxtp_1,544
mux4_2,107
clkdlybuf4s50_1,80
a22oi_1,64
clkbuf_16,55
buf_4,54
nand2_1,34
nor2_2,24
mux4_1,21
clkinv_1,11
clkbuf_1,10
bufinv_16,9
nor3_2,8
clkinv_2,8
nor2b_1,4
nand3b_1,4
nand2b_1,4
clkinv_4,3
and2_1,2
nor2_1,2
or3b_2,2
nand3_1,2
buf_2,2
diode_2,1
inv_6,1
clkinvlp_4,1
-- path summary, 6_finish.rpt --
path	endpoint	slack (ns)	cells after the start
worst min register to register	o_outData2[4]	0.74	3
worst max register to register	o_outData2[9]	3.10	3
worst max-delay path	o_outData2[3]	2.10	5
worst min-delay path	o_outData2[4]	0.74	3
-- metrics by stage --
stage          total power, uW  area, um^2  std cells  util [%]
4_1_cts                  10700       23900       1581      59.9
3_3_place_gp              6240       22100       1483      55.3
5_1_grt                  10900       23900       1581      59.9
2_1_floorplan             5970       20400        864         -
6_report                 10600       23900       1582      59.9
3_5_place_dp              6250       22100       1483      55.3
-- cell families after synthesis --
family / Yosys count / share of synthesized area [%]
compound gates: 64 / 2.35
buf+inv: 42 / 1.24
flops: 544 / 80.0
mux: 128 / 14.5
simple gates: 86 / 1.89
-- area by class of cell --
class | instances | area, um^2 | area share, %
Clock inverter | 33 | 394 | 1.65
Multi-Input combinational cell | 278 | 3930 | 16.4
Timing Repair Buffer | 136 | 1220 | 5.08
Clock buffer | 65 | 1410 | 5.90
Tap cell | 525 | 657 | 2.74
Sequential cell | 544 | 16300 | 68.2
Antenna cell | 1 | 2.50 | 0.0104
No activity file was given, so power comes from the tool's default toggle rates.
