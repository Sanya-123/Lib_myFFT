==> flow/design.v <==
`timescale 1ns / 1ps
module interconnect_sFFT_to_two_data #( parameter SIZE_BUFFER = 1, 
                                        parameter DATA_FFT_SIZE = 16
                                    )
    (
        i_clk,
        i_reset,
        i_fft_valid,
        i_data_from_fft_i,
        i_data_from_fft_q,
        i_flag_ready_recive_chet,
        i_flag_ready_recive_Nchet,
        o_data_fft_chet_i,
        o_data_fft_chet_q,
        o_data_fft_Nchet_i,
        o_data_fft_Nchet_q,
        o_complete_chet,
        o_complete_Nchet,
        o_resiveFromSecond
    );
    input i_clk;
    input i_reset;
    input i_fft_valid;
    input [DATA_FFT_SIZE-1:0] i_data_from_fft_i;
    input [DATA_FFT_SIZE-1:0] i_data_from_fft_q;
    input i_flag_ready_recive_chet;
    input i_flag_ready_recive_Nchet;
    output reg [DATA_FFT_SIZE-1:0] o_data_fft_chet_i;
    output reg [DATA_FFT_SIZE-1:0] o_data_fft_chet_q;
    output [DATA_FFT_SIZE-1:0] o_data_fft_Nchet_i;
    output [DATA_FFT_SIZE-1:0] o_data_fft_Nchet_q;
    output reg o_complete_chet;
    output o_complete_Nchet;
    output o_resiveFromSecond;
    initial o_complete_chet = 0;
    localparam NFFT = 1 << SIZE_BUFFER;
    reg [DATA_FFT_SIZE-1:0] data_from_chet_i[NFFT/2-1:0];
    reg [DATA_FFT_SIZE-1:0] data_from_chet_q[NFFT/2-1:0];
    reg left_data = 1'b1;
    reg [SIZE_BUFFER:0] counter_send = 0;
    reg [SIZE_BUFFER-1:0] counter_resive_l = 0;
    assign o_complete_Nchet = left_data ? 0 : i_fft_valid;
    assign o_data_fft_Nchet_i = left_data ? 0 : i_data_from_fft_i;
    assign o_data_fft_Nchet_q = left_data ? 0 : i_data_from_fft_q;
    assign o_resiveFromSecond = left_data ? 1 : i_flag_ready_recive_Nchet;
    always @(posedge i_clk)
    begin : sendDataFFT_Chet
        if(i_reset)
        begin
            o_complete_chet <= 0;
            counter_send <= 0;
        end
        else
        begin
            if(((counter_resive_l == 1) | o_complete_chet) & i_flag_ready_recive_chet)
            begin
                if(counter_send < (NFFT/2))     counter_send <= counter_send + 1;
                else                            counter_send <= 0;
                if(counter_send < (NFFT/2))     o_data_fft_chet_i <= data_from_chet_i[counter_send];
                if(counter_send < (NFFT/2))     o_data_fft_chet_q <= data_from_chet_q[counter_send];
            end
            else
            begin
                counter_send <= 1;
                o_data_fft_chet_i <= data_from_chet_i[0];
                o_data_fft_chet_q <= data_from_chet_q[0];
            end
            if(o_complete_chet == 1'b0)
            begin
                if(counter_resive_l == 1)    o_complete_chet <= 1;
            end
            else if((counter_send == (NFFT/2-1)) & i_flag_ready_recive_chet)  o_complete_chet <= 0;
        end
    end
    always @(posedge i_clk)
    begin
        if(i_reset)
        begin
            left_data <= 1'b1;
            counter_resive_l <= 0;
        end
        else if(i_fft_valid)
        begin
            if(left_data)
            begin
                data_from_chet_i[counter_resive_l] <= i_data_from_fft_i;
                data_from_chet_q[counter_resive_l] <= i_data_from_fft_q;
                counter_resive_l <= counter_resive_l + 1;
                if(counter_resive_l == (NFFT/2-1))
                begin
                    left_data <= 1'b0;
                    counter_resive_l <= 0;
                end
            end
            else
            begin
                if((counter_send == (NFFT/2)))   left_data <= 1'b1;
                counter_resive_l <= 0;
            end
        end
        else
        begin
            if((counter_send == (NFFT/2)))   left_data <= 1'b1;
            counter_resive_l <= 0;
        end
    end
endmodule
==> flow/run.sh <==
#!/bin/bash
# OpenROAD 26Q1-2900-gdf79404cd8, Yosys 0.63+post, stock flow scripts
make -C /OpenROAD-flow-scripts/flow DESIGN_CONFIG=/design/flow/config.mk WORK_HOME=/design/flow/orfs finish
==> flow/config.mk <==
export PLATFORM = sky130hd
export DESIGN_NAME = interconnect_sFFT_to_two_data
export DESIGN_NICKNAME = interconnect_sFFT_to_two_data
export VERILOG_FILES = /design/flow/design.v
export SDC_FILE = /design/flow/constraint.sdc
export NUM_CORES = 4
export LEC_CHECK = 1
export CORE_UTILIZATION = 50
==> flow/constraint.sdc <==
current_design interconnect_sFFT_to_two_data

set clk_period 4.2
set clk_io_pct 0.2

create_clock -name clk0 -period $clk_period [get_ports {i_clk}]

set non_clock_inputs [all_inputs -no_clocks]
set_input_delay [expr $clk_period * $clk_io_pct] -clock clk0 $non_clock_inputs
set_output_delay [expr $clk_period * $clk_io_pct] -clock clk0 [all_outputs]
==> run notes <==
### STA
• **period utilization** 66.99%
• **setup TNS** 0 ns
• **FMAX** 355.4 MHz
• **final setup violation count** 0
• **clock skew** 0.006388 ns
• **clock period minus worst slack** 2.813 ns
• **RSZ-0062 raised after global routing** no
• **setup slack after layout** 1.387 ns
• **Final Hold Slack** 0.4156 ns
• **max-slew violation count** 0
• **final hold violation count** 0

### Cells and area
• **ratio of cells with drive above 1 in the final layout** 8.607%
• **area overhead of the layout relative to synthesis** 56.74%
• **final cell count without fillers** 296

### Yosys
• **number of distinct standard cells referenced by the synthesized netlist** 18
• **cell count in the Yosys report** 125
• **synth warn** 1
• **cell count after synthesis** 125
• **yosys stat area** 2386 sq um
• **mean instance size in the synthesized netlist** 19.09 sq um
• **cell area after technology mapping** 2386 sq um
• **register share after synthesis** 84.74%
• **flops & latches, synth** 69

### Global route
• **global-route wire length before repair** 6782 um
• **pin count of the biggest net entering global routing** 38
• **GRT Util Overall** 19.65%
• **initial antenna violation count** 0
• **remaining global-route overflow** 0
• **via count of the first global-routing pass** 1451

### Clocking
• **worst-case clock buffer depth** 2
• **Post-CTS Setup Inserts** 0
• **CTS tree** built
• **clock input transition at the sequential cells of the worst setup and hold paths** 0.07 ns
• **Root Driver** sky130_fd_sc_hd__clkbuf_8
• **H-Tree Level Count** 3
• **Clock Sink Count** 69
• **worst-skew pair later-pin latency** 0.33 ns
• **TritonCTS Buffers** 9
• **number of gates resized after CTS** 0
• **Hold Buf Count CTS** 0

### Hold path
• **path class of the lowest-slack min-delay path** reg -> reg
• **worst hold endpoint** o_data_fft_chet_i[3]
• **startpoint of the most critical hold path** data_from_chet_i[0][3]
• **Min-Delay Path Depth** 0

### Routing
• **Via density** 4.872
• **first-pass iteration count of the detailed router** 19
• **DRC violation count after routing** 0
• **number of DRC markers in iteration 0** 74
• **DR vias** 1442
• **DRT Wirelength** 4405 um
• **routed length per instance** 14.88 um
• **Antenna diodes** 0
• **Post-DRT Antenna Nets** 0

### Setup path
• **cell type with the highest occurrence count on the critical path** sky130_fd_sc_hd__clkdlybuf4s50_1
• **worst r2r src** left_data
• **Worst Setup Path Type** in -> out
• **biggest cell delay along the critical path** 0.49 ns
• **endpoint kind of the worst setup timing path** output pin
• **arrival time at the worst endpoint** 1.97 ns
• **critical path, cell by cell** clkdlybuf4s50_1, nor2b_1, clkdlybuf4s50_1
• **master of the slowest instance on the critical path** sky130_fd_sc_hd__clkdlybuf4s50_1
• **number of stages on the worst setup path** 3
• **reg2reg path depth** 4
• **critical path peak fanout** 2
• **startpoint class of the critical path** input pin
• **setup slack on the worst flop-to-flop path** 2.53 ns
• **CP bufs+invs** 2
• **cell family with most CP delay** buffers and inverters
• **Critical Path RT** 3.36 ns
• **r2r endpoint** data_from_chet_q[0][3]

### Pwr
• **Power per Cell Area** 416.8 nW/um^2
• **VDD IR-drop max** 0.0004114 V
• **Static Leak** 1.311 nW

### Floorplanning
• **row count** 24
• **vertical die size** 71.08 um
• **core outline area** 4474 sq um
• **initial core utilization** 53.33%
• **IO Pins** 104
• **Chip Footprint** 5052 sq um
• **die width** 71.08 um

### Run status
• **status** finished clean

### Placed design
• **HPWL reported at the end of detailed placement** 2781 um
• **placed cell count** 280
• **minimum setup slack after placement** 1.412 ns
• **last weighted congestion value of the routability-driven placer** 0.7467
• **PortBufs** 103

### Flow run
• **number of logged tool warnings** 28
• **max-cap check violation count** 0

-- how the worst max path moves through the flow --
stage	start	endpoint	slack, ns
CTS	i_data_from_fft_q[6]	o_data_fft_Nchet_q[6]	1.37
global route	i_data_from_fft_q[6]	o_data_fft_Nchet_q[6]	1.30
finish	i_data_from_fft_q[6]	o_data_fft_Nchet_q[6]	1.39
-- Yosys cell counts --
library cell | n | area share (%)
sky130_fd_sc_hd__ha_1 | 3 | 1.6
sky130_fd_sc_hd__inv_1 | 4 | 0.63
sky130_fd_sc_hd__buf_6 | 1 | 0.47
sky130_fd_sc_hd__nor2_1 | 3 | 0.47
sky130_fd_sc_hd__and2b_1 | 4 | 1.3
sky130_fd_sc_hd__and4bb_2 | 1 | 0.52
sky130_fd_sc_hd__nor3_1 | 1 | 0.21
sky130_fd_sc_hd__a21oi_1 | 2 | 0.42
sky130_fd_sc_hd__o21a_1 | 1 | 0.31
sky130_fd_sc_hd__conb_1 | 1 | 0.16
sky130_fd_sc_hd__a311oi_1 | 1 | 0.37
sky130_fd_sc_hd__nor2b_1 | 29 | 7.6
sky130_fd_sc_hd__and4b_1 | 1 | 0.42
sky130_fd_sc_hd__edfxtp_1 | 64 | 81
sky130_fd_sc_hd__dfxtp_1 | 5 | 4.2
sky130_fd_sc_hd__nand2_1 | 1 | 0.16
sky130_fd_sc_hd__buf_2 | 2 | 0.42
sky130_fd_sc_hd__or2_1 | 1 | 0.26
-- worst reg2reg max path, cell delays in order, from the launching register on --
cell,delay (ns)
sky130_fd_sc_hd__dfxtp_1,0.31
sky130_fd_sc_hd__buf_4,0.35
sky130_fd_sc_hd__nand2_1,0.17
sky130_fd_sc_hd__nor2_4,0.11
sky130_fd_sc_hd__buf_4,0.38
-- report_power, final --
group	internal (mW)	total, mW	switching (mW)
combinational	0.0920	0.137	0.0448
clock	0.391	0.621	0.230
sequential	0.792	0.801	0.00957
-- cell usage in the layout (no fill, tap or decap) --
cell type and count:
sky130_fd_sc_hd__ha_1 3, sky130_fd_sc_hd__inv_1 4, sky130_fd_sc_hd__edfxtp_1 64, sky130_fd_sc_hd__a21oi_4 1, sky130_fd_sc_hd__nor2_4 1, sky130_fd_sc_hd__o21a_1 1, sky130_fd_sc_hd__nand2_1 1, sky130_fd_sc_hd__dfxtp_1 5
sky130_fd_sc_hd__clkdlybuf4s50_1 103, sky130_fd_sc_hd__clkinv_1 1, sky130_fd_sc_hd__or2_1 1, sky130_fd_sc_hd__a311oi_1 1, sky130_fd_sc_hd__clkinv_2 1, sky130_fd_sc_hd__and2b_1 4, sky130_fd_sc_hd__buf_4 3, sky130_fd_sc_hd__a21oi_1 1
sky130_fd_sc_hd__nor3_1 1, sky130_fd_sc_hd__nor2_1 2, sky130_fd_sc_hd__nor2b_1 29, sky130_fd_sc_hd__clkbuf_8 9, sky130_fd_sc_hd__clkinvlp_4 2, sky130_fd_sc_hd__bufinv_16 3, sky130_fd_sc_hd__conb_1 1, sky130_fd_sc_hd__and4bb_2 1
sky130_fd_sc_hd__and4b_1 1
-- per-layer routing --
metal | global-route usage (%) | up-vias | part of all wire (%)
met5 | 0 | - | 0
li1 | - | 681 | -
met4 | 3.556 | 0 | 0.57
met2 | 28.63 | 79 | 47
met1 | 32.49 | 676 | 41
met3 | 8.382 | 6 | 12
-- registers in the layout, summed over array words and instances, names as in the netlist --
| signal | cells |
|---|---|
| counter_send | 2 |
| counter_resive_l | 1 |
| left_data | 1 |
| o_complete_chet | 1 |
| o_data_fft_chet_q | 16 |
| data_from_chet_q | 16 |
| o_data_fft_chet_i | 16 |
| data_from_chet_i | 16 |
-- stage by stage --
stage / utilization, % / area, sq um / total power [mW]
6_report: 83.59 / 3740 / 1.559
3_3_place_gp: 78.27 / 3502 / 0.9485
3_5_place_dp: 78.27 / 3502 / 0.9524
2_1_floorplan: - / 2386 / 0.8430
4_1_cts: 83.59 / 3740 / 1.576
5_1_grt: 83.59 / 3740 / 1.617
-- cell families (layout without fill, tap and decap cells) --
logic type / Yosys count / after routing / synth area share (%)
other: 1 / 1 / 0.1572
and+or+nand+nor: 41 / 41 / 10.91
buffers and inverters: 7 / 126 / 1.521
AOI/OAI and AO/OA: 4 / 4 / 1.101
DFF: 69 / 69 / 84.74
adders and majority gates: 3 / 3 / 1.573
-- area by class of cell --
class | count | area (sq um)
timing repair buffer | 106 | 1054
sequential | 69 | 2022
clock inverter | 7 | 113.9
inverter | 4 | 15.01
fill | 195 | 734.5
tap | 52 | 65.06
multi-input combinational | 49 | 346.6
clock buffer | 9 | 123.9
Power and IR drop assume default switching activity.
