$ cat /design/flow/design.v
`timescale 1ns / 1ps
module interconnect_sFFT_to_four_data #( parameter SIZE_BUFFER = 1, 
                                        parameter DATA_FFT_SIZE = 16
                                    )
    (
        i_clk,
        i_reset,
        i_fft_valid,
        i_data_from_fft_i,
        i_data_from_fft_q,
        i_flag_ready_recive_fft0,
        i_flag_ready_recive_fft1,
        i_flag_ready_recive_fft2,
        i_flag_ready_recive_fft3,
        o_data_fft0_i,
        o_data_fft0_q,
        o_data_fft1_i,
        o_data_fft1_q,
        o_data_fft2_i,
        o_data_fft2_q,
        o_data_fft3_i,
        o_data_fft3_q,
        o_complete_fft0,
        o_complete_fft1,
        o_complete_fft2,
        o_complete_fft3,
        o_resiveFromSecond
    );
    input i_clk;
    input i_reset;
    input i_fft_valid;
    input [DATA_FFT_SIZE-1:0] i_data_from_fft_i;
    input [DATA_FFT_SIZE-1:0] i_data_from_fft_q;
    input i_flag_ready_recive_fft0;
    input i_flag_ready_recive_fft1;
    input i_flag_ready_recive_fft2;
    input i_flag_ready_recive_fft3;
    output reg [DATA_FFT_SIZE-1:0] o_data_fft0_i;
    output reg [DATA_FFT_SIZE-1:0] o_data_fft0_q;
    output reg [DATA_FFT_SIZE-1:0] o_data_fft1_i;
    output reg [DATA_FFT_SIZE-1:0] o_data_fft1_q;
    output reg [DATA_FFT_SIZE-1:0] o_data_fft2_i;
    output reg [DATA_FFT_SIZE-1:0] o_data_fft2_q;
    output [DATA_FFT_SIZE-1:0] o_data_fft3_i;
    output [DATA_FFT_SIZE-1:0] o_data_fft3_q;
    output reg o_complete_fft0;
    output reg o_complete_fft1;
    output reg o_complete_fft2;
    output o_complete_fft3;
    output o_resiveFromSecond;
    initial o_complete_fft0 = 0;
    initial o_complete_fft1 = 0;
    initial o_complete_fft2 = 0;
    localparam NFFT = 1 << SIZE_BUFFER;
    reg [DATA_FFT_SIZE-1:0] data_from_fft0_i[NFFT/4-1:0];
    reg [DATA_FFT_SIZE-1:0] data_from_fft0_q[NFFT/4-1:0];
    reg [DATA_FFT_SIZE-1:0] data_from_fft1_i[NFFT/4-1:0];
    reg [DATA_FFT_SIZE-1:0] data_from_fft1_q[NFFT/4-1:0];
    reg [DATA_FFT_SIZE-1:0] data_from_fft2_i[NFFT/4-1:0];
    reg [DATA_FFT_SIZE-1:0] data_from_fft2_q[NFFT/4-1:0];
    reg [SIZE_BUFFER:0] counter_send0 = 0;
    reg [SIZE_BUFFER:0] counter_send1 = 0;
    reg [SIZE_BUFFER:0] counter_send2 = 0;
    reg [SIZE_BUFFER-1:0] counter_resive0 = 0;
    reg [SIZE_BUFFER-1:0] counter_resive1 = 0;
    reg [SIZE_BUFFER-1:0] counter_resive2 = 0;
    reg [1:0] path = 2'b00;
    assign o_complete_fft3 = path == 2'b11 ? i_fft_valid : 0;
    assign o_data_fft3_i = path == 2'b11 ? i_data_from_fft_i : 0;
    assign o_data_fft3_q = path == 2'b11 ? i_data_from_fft_q : 0;
    assign o_resiveFromSecond = path == 2'b11 ? i_flag_ready_recive_fft3 : 1;
    always @(posedge i_clk)
    begin : sendDataFFT_0
        if(i_reset)
        begin
            o_complete_fft0 <= 0;
            counter_send0 <= 0;
        end
        else
        begin
            if(((counter_resive0 == 1) | o_complete_fft0) & i_flag_ready_recive_fft0)
            begin
                if(counter_send0 < (NFFT/4))    counter_send0 <= counter_send0 + 1;
                else                            counter_send0 <= 0;
                if(counter_send0 < (NFFT/4))    o_data_fft0_i <= data_from_fft0_i[counter_send0];
                if(counter_send0 < (NFFT/4))    o_data_fft0_q <= data_from_fft0_q[counter_send0];
            end
            else
            begin
                counter_send0 <= 1;
                o_data_fft0_i <= data_from_fft0_i[0];
                o_data_fft0_q <= data_from_fft0_q[0];
            end
            if(o_complete_fft0 == 1'b0)
            begin
                if(counter_resive0 == 1)    o_complete_fft0 <= 1;
            end
            else if((counter_send0 == (NFFT/4-1)) & i_flag_ready_recive_fft0)  o_complete_fft0 <= 0;
        end
    end
    always @(posedge i_clk)
    begin : sendDataFFT_1
        if(i_reset)
        begin
            o_complete_fft1 <= 0;
            counter_send1 <= 0;
        end
        else
        begin
            if(((counter_resive1 == 1) | o_complete_fft1) & i_flag_ready_recive_fft1)
            begin
                if(counter_send1 < (NFFT/4))    counter_send1 <= counter_send1 + 1;
                else                            counter_send1 <= 0;
                if(counter_send1 < (NFFT/4))    o_data_fft1_i <= data_from_fft1_i[counter_send1];
                if(counter_send1 < (NFFT/4))    o_data_fft1_q <= data_from_fft1_q[counter_send1];
            end
            else
            begin
                counter_send1 <= 0;
                o_data_fft1_i <= data_from_fft1_i[0];
                o_data_fft1_q <= data_from_fft1_q[0];
            end
            if(o_complete_fft1 == 1'b0)
            begin
                if(counter_resive1 == 1)    o_complete_fft1 <= 1;
            end
            else if((counter_send1 == (NFFT/4-1)) & i_flag_ready_recive_fft1)  o_complete_fft1 <= 0;
        end
    end
    always @(posedge i_clk)
    begin : sendDataFFT_2
        if(i_reset)
        begin
            o_complete_fft2 <= 0;
            counter_send2 <= 0;
        end
        else
        begin
            if(((counter_resive2 == 1) | o_complete_fft2) & i_flag_ready_recive_fft2)
            begin
                if(counter_send2 < (NFFT/4))    counter_send2 <= counter_send2 + 1;
                else                            counter_send2 <= 0;
                if(counter_send2 < (NFFT/4))    o_data_fft2_i <= data_from_fft2_i[counter_send2];
                if(counter_send2 < (NFFT/4))    o_data_fft2_q <= data_from_fft2_q[counter_send2];
            end
            else
            begin
                counter_send2 <= 0;
                o_data_fft2_i <= data_from_fft2_i[0];
                o_data_fft2_q <= data_from_fft2_q[0];
            end
            if(o_complete_fft2 == 1'b0)
            begin
                if(counter_resive2 == 1)    o_complete_fft2 <= 1;
            end
            else if((counter_send2 == (NFFT/4-1)) & i_flag_ready_recive_fft2)  o_complete_fft2 <= 0;
        end
    end
    always @(posedge i_clk)
    begin
        if(i_reset)
        begin
            path <= 2'b00;
            counter_resive0 <= 0;
            counter_resive1 <= 0;
            counter_resive2 <= 0;
        end
        else if(i_fft_valid)
        begin
            if(path == 2'b00)
            begin
                data_from_fft0_i[counter_resive0] <= i_data_from_fft_i;
                data_from_fft0_q[counter_resive0] <= i_data_from_fft_q;
                counter_resive0 <= counter_resive0 + 1;
                if(counter_resive0 == (NFFT/4-1))
                begin
                    path <= 2'b01;
                    counter_resive0 <= 0;
                end
            end
            else if(path == 2'b01)
            begin
                data_from_fft1_i[counter_resive1] <= i_data_from_fft_i;
                data_from_fft1_q[counter_resive1] <= i_data_from_fft_q;
                counter_resive1 <= counter_resive1 + 1;
                if(counter_resive1 == (NFFT/4-1))
                begin
                    path <= 2'b10;
                    counter_resive1 <= 0;
                end
            end
            else if(path == 2'b10)
            begin
                data_from_fft2_i[counter_resive2] <= i_data_from_fft_i;
                data_from_fft2_q[counter_resive2] <= i_data_from_fft_q;
                counter_resive2 <= counter_resive2 + 1;
                if(counter_resive2 == (NFFT/4-1))
                begin
                    path <= 2'b11;
                    counter_resive2 <= 0;
                end
            end
            else
            begin
                if((counter_send2 == (NFFT/4)))   path <= 2'b00;
                counter_resive0 <= 0;
                counter_resive1 <= 0;
                counter_resive2 <= 0;
            end
        end
        else
        begin
            if((counter_send2 == (NFFT/4)))   path <= 2'b00;
            counter_resive0 <= 0;
            counter_resive1 <= 0;
            counter_resive2 <= 0;
        end
    end
endmodule
$ cat /design/flow/run.sh
#!/bin/bash
# OpenROAD 26Q1-2900-gdf79404cd8, Yosys 0.63+post, stock flow scripts
make -C /OpenROAD-flow-scripts/flow DESIGN_CONFIG=/design/flow/config.mk WORK_HOME=/design/flow/orfs finish
$ cat /design/flow/config.mk
export PLATFORM = sky130hd
export DESIGN_NAME = interconnect_sFFT_to_four_data
export DESIGN_NICKNAME = interconnect_sFFT_to_four_data
export VERILOG_FILES = /design/flow/design.v
export SDC_FILE = /design/flow/constraint.sdc
export NUM_CORES = 4
export LEC_CHECK = 1
export CORE_UTILIZATION = 30
$ cat /design/flow/constraint.sdc
current_design interconnect_sFFT_to_four_data

set clk_period 4.3
set clk_io_pct 0.2

create_clock -name clk0 -period $clk_period [get_ports {i_clk}]

set non_clock_inputs [all_inputs -no_clocks]
set_input_delay [expr $clk_period * $clk_io_pct] -clock clk0 $non_clock_inputs
set_output_delay [expr $clk_period * $clk_io_pct] -clock clk0 [all_outputs]
==> results_dict.tcl <==
# flow metrics
set metrics [dict create \
    critPathKind "reg -> out" \
    mostFrequentLayoutCells "conb_1, clkdlybuf4s50_1, edfxtp_1" \
    finalClockPeriodUsage 0.4698 \
    syn-cell-area_mm2 0.002756 \
    ys.flops 66 \
    grt_pass1_vias 971 \
    die-area_mm2 0.009576 \
    cp_top_family "buffers and inverters" \
    cts_tree "done" \
    lay_top_count "conb_1" \
    hold_violations 0 \
    yosys_area_mm2 0.002756 \
    fp_util 0.3130 \
    io_pins 172 \
    max_freq_ghz 0.4950 \
    gp_congestion 0.6467 \
    crit_path_start_kind "flop" \
    p_comb_frac 0.055 \
    rsz0062_at_grt "false" \
    first_pass_iters 45 \
    clk_pin_slew_ns 0.08 \
    num_antenna_cells 0 \
    post-cts-setup-buffers 0 \
    vias_per_cell 3.296 \
    cts-buffers-inserted 9 \
    layout.cells.non_filler 365 \
    power_density_mw_per_mm2 435.3 \
    synth_top_area_share 0.6972 \
    antenna_found_initial 0 \
    drv_slew 0 \
    r2r-end "o_data_fft0_q[15]$_DFFE_PP_" \
    cpMaxStageDelayCell "clkdlybuf4s50_1" \
    yosys_warnings 1 \
    clock-sinks 66 \
    cp.depth 1 \
    grt_usage 0.07145 \
    dr.first_iter.drc_count 27 \
    drive_gt1_frac 0.07393 \
    path_buffers 1 \
    ctsHtreeMaxLevel 3 \
    worstPathRequired_ns 3.44 \
    synth_cell_type_count 8 \
    setup_viol_count_final 0 \
    worstPathMaxFanout 1 \
    crit_path_max_incr_delay_ns 0.50 \
    holdBufCountCts 0 \
    core-area_mm2 0.008806 \
    hold_end "o_data_fft0_i[14]$_DFFE_PP_" \
    syn_inst 173 \
    syn_area_per_cell_um2 15.93 \
    whs_path_depth 0 \
    ys_seq_share 0.7118 \
    clockBufferDepth 2 \
    reg2regPathDepth 3 \
    die_h_um 97.86 \
    via_count 1203 \
    drc 10 \
    grt_max_degree 33 \
    rr_startpoint "counter_resive0$_SDFF_PP0_" \
    period_needed_ns 2.020 \
    ir_worst_vdd_uv 186.3 \
    path_cells "clkdlybuf4s50_1" \
    cts_root_buffer "clkbuf_8" \
    p_sw_mw 0.2700 \
    cellLeakagePower_nw 1.365 \
    min_from "data_from_fft0_i[0][14]$_DFFE_PP_" \
    postCtsResizedCells 0 \
    openroad.warnings 28 \
    outcome "complete, but fails checks" \
    netSwitchingFraction 0.1782 \
    intPower_mw 1.245 \
    overflow 0 \
    fin_skew_ns 0.008682 \
    r2r_slack_ns 2.80 \
    clkPwrFrac 0.451 \
    clk_latency_ns 0.33 \
    top_area_cell "edfxtp_1" \
    routed_wl_um 3699 \
    min-delay-path-class "reg -> reg" \
    num_rows 34 \
    cap_violations 0 \
    critPathCaptureType "primary output" \
    ant_nets 0 \
    area_growth_pct 26.28 \
    dpl.hpwl_um 2482 \
    ys_cells 173 \
    area_leaders "edfxtp_1, buf_4, dfxtp_1" \
    violations "design-rule violations" \
    dpl.cell_count 349 \
    seqPwrFrac 0.494 \
    io_buffers 68 \
    wl_per_cell_um 10.13 \
    die_width_um 97.86 \
    p_total_mw 1.515 \
    critPathArrivalTime_ns 1.16 \
    timing.hold.ws_ns 0.4157 \
    fin_util 0.3953 \
    grt_pass1_wl_um 5037 \
    finalSetupTns_ns 0 \
]
==> through the flow <==
| step | area [µm²] | worst slack [ns] |
|---|---|---|
| 4_1_cts | 3481 | 2.247 |
| 3_3_place_gp | 3217 | 1.966 |
| 5_1_grt | 3481 | 2.217 |
| 3_5_place_dp | 3217 | 1.944 |
| 6_report | 3481 | 2.280 |
| 2_1_floorplan | 3124 | 0.5951 |
==> sequential cells by signal (all words and copies together) (netlist names) <==
name / cells
data_from_fft0_q: 16
o_complete_fft0: 1
data_from_fft0_i: 16
counter_resive0: 1
o_data_fft0_q: 16
o_data_fft0_i: 16
==> layer usage <==
metal	wire, µm	track usage	vias up
met2	1732	0.1116	103
met1	1405	0.09925	548
met5	0	0	-
met4	63	0.01515	0
met3	498	0.02762	5
li1	-	-	547
==> synth_stat cells <==
cell type,number
a21oi_2,1
buf_4,100
conb_1,2
dfxtp_1,2
edfxtp_1,64
nor2b_1,1
nor3b_1,2
or2_1,1
==> power groups by stage <==
stage	clock network, mW	logic (mW)	registers, mW
after global routing	0.733	0.0931	0.751
after CTS	0.706	0.0856	0.749
final	0.684	0.0828	0.749
==> how the worst max path moves through the flow <==
stage	endpoint	slack, ns	from
CTS	o_data_fft0_q[12]	2.25	o_data_fft0_q[12]$_DFFE_PP_
global route	data_from_fft0_q[0][15]$_DFFE_PP_	2.22	i_reset
finish	o_data_fft0_q[12]	2.28	o_data_fft0_q[12]$_DFFE_PP_
==> final cells by class <==
class                   instances  area [µm²]
fillers                       797        5325
flip-flops and latches         66        1962
repair buffers                 70       695.7
multi-input cells             105       424.2
clock inverters                 6       136.4
well taps                     108       135.1
clock buffers                  10       127.6
==> logic make-up (layout without fill, tap and decap cells) <==
group / Yosys count / in the layout / synth area share
other cells: 2 / 100 / 0.002725
flops: 66 / 66 / 0.7118
simple gates: 4 / 4 / 0.009988
buf+inv: 100 / 86 / 0.2724
compound gates: 1 / 1 / 0.003178
Power is estimated from default activity; no workload was simulated.
