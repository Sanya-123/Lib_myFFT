===== /design/flow/config.mk =====
export PLATFORM = sky130hd
export DESIGN_NAME = interconnect_data_to_sFFT_R4
export DESIGN_NICKNAME = interconnect_data_to_sFFT_R4
export VERILOG_FILES = /design/flow/design.v
export SDC_FILE = /design/flow/constraint.sdc
export NUM_CORES = 4
export LEC_CHECK = 1
export CORE_UTILIZATION = 40

===== /design/flow/constraint.sdc =====
current_design interconnect_data_to_sFFT_R4

set clk_period 6.3
set clk_io_pct 0.2

create_clock -name clk0 -period $clk_period [get_ports {i_clk}]

set non_clock_inputs [all_inputs -no_clocks]
set_input_delay [expr $clk_period * $clk_io_pct] -clock clk0 $non_clock_inputs
set_output_delay [expr $clk_period * $clk_io_pct] -clock clk0 [all_outputs]

===== /design/flow/design.v =====
`timescale 1ns / 1ps
module interconnect_data_to_sFFT_R4 #( parameter SIZE_BUFFER = 1, 
                                    parameter DATA_FFT_SIZE = 16
                                    )
    (
        i_clk,
        i_reset,
        i_in_data_i,
        i_in_data_q,
        i_valid,
        i_fft_wayt_data,
        o_out_data_i,
        o_out_data_q,
        o_outvalid,
        i_counter_data,
        o_wayt_data_fft3
    );
    input i_clk;
    input i_reset;
    input [DATA_FFT_SIZE-1:0] i_in_data_i;
    input [DATA_FFT_SIZE-1:0] i_in_data_q;
    input i_valid;
    input i_fft_wayt_data;
    output [DATA_FFT_SIZE-1:0] o_out_data_i;
    output [DATA_FFT_SIZE-1:0] o_out_data_q;
    output o_outvalid;
    input [SIZE_BUFFER:0] i_counter_data;
    output reg o_wayt_data_fft3; 
    initial o_wayt_data_fft3 = 1;
    localparam NFFT = 1 << SIZE_BUFFER;
    reg [DATA_FFT_SIZE-1:0] buff1_in_data_i [NFFT/4-1:0];
    reg [DATA_FFT_SIZE-1:0] buff1_in_data_q [NFFT/4-1:0];
    reg [DATA_FFT_SIZE-1:0] buff2_in_data_i [NFFT/4-1:0];
    reg [DATA_FFT_SIZE-1:0] buff2_in_data_q [NFFT/4-1:0];
    reg [DATA_FFT_SIZE-1:0] buff3_in_data_i [NFFT/4-1:0];
    reg [DATA_FFT_SIZE-1:0] buff3_in_data_q [NFFT/4-1:0];
    reg [1:0] path = 2'b00;
    reg valid_outher_path = 1'b0;
    reg [DATA_FFT_SIZE-1:0] data_for_fft_i;
    reg [DATA_FFT_SIZE-1:0] data_for_fft_q;
    assign o_outvalid = path == 2'b00 ? ((i_counter_data[1:0] == 2'b00) & i_valid) : valid_outher_path;
    assign o_out_data_i = path == 2'b00 ? i_in_data_i : data_for_fft_i;
    assign o_out_data_q = path == 2'b00 ? i_in_data_q : data_for_fft_q;
    reg [SIZE_BUFFER:0] counter_resive1 = 0;
    reg [SIZE_BUFFER:0] counter_resive2 = 0;
    reg [SIZE_BUFFER:0] counter_resive3 = 0;
    reg [SIZE_BUFFER:0] counter_send1 = 0;
    reg [SIZE_BUFFER:0] counter_send2 = 0;
    reg [SIZE_BUFFER:0] counter_send3 = 0;
    always @(posedge i_clk)
    begin
        if(i_reset)
        begin
            counter_send1 <= 0;
            counter_send2 <= 0;
            counter_send3 <= 0;
            counter_resive1 <= 0;
            counter_resive2 <= 0;
            counter_resive3 <= 0;
            path <= 2'b00;
            valid_outher_path <= 1'b0;
            o_wayt_data_fft3 <= 1'b1;
        end
        else
        begin
            if((path == 2'b00) & i_valid)
            begin
                o_wayt_data_fft3 <= 1'b1;
                case(i_counter_data[1:0])
                    2'b01 : begin
                        buff1_in_data_i[counter_resive1] <= i_in_data_i;
                        buff1_in_data_q[counter_resive1] <= i_in_data_q;
                        counter_resive1 <= counter_resive1 + 1;
                    end
                    2'b10 : begin
                        buff2_in_data_i[counter_resive2] <= i_in_data_i;
                        buff2_in_data_q[counter_resive2] <= i_in_data_q;
                        counter_resive2 <= counter_resive2 + 1;
                    end
                    2'b11 : begin
                        buff3_in_data_i[counter_resive3] <= i_in_data_i;
                        buff3_in_data_q[counter_resive3] <= i_in_data_q;
                        counter_resive3 <= counter_resive3 + 1;
                    end
                endcase
                if((counter_resive3 == (NFFT/4-1)) && (i_counter_data[1:0] == 2'b11))
                begin
                    path <= 2'b01;
                    counter_send1 <= 0;
                    counter_send2 <= 0;
                    counter_send3 <= 0;
                end
                valid_outher_path <= 1'b0;
            end
            else if((path == 2'b01) & (i_fft_wayt_data))
            begin
                data_for_fft_i <= buff1_in_data_i[counter_send1];
                data_for_fft_q <= buff1_in_data_q[counter_send1];
                if(counter_send1 < (NFFT/4)) counter_send1 <= counter_send1 + 1;
                if(counter_send1 == (NFFT/4))
                begin
                    path <= 2'b10;
                    counter_resive1 <= 0;
                end
                else
                begin
                    valid_outher_path <= 1'b1;
                    o_wayt_data_fft3 <= 1'b1;
                end
            end
            else if((path == 2'b10) & (i_fft_wayt_data))
            begin
                data_for_fft_i <= buff2_in_data_i[counter_send2];
                data_for_fft_q <= buff2_in_data_q[counter_send2];
                if(counter_send2 < (NFFT/4)) counter_send2 <= counter_send2 + 1;
                if(counter_send2 == (NFFT/4))
                begin
                    path <= 2'b11;
                    counter_resive2 <= 0;
                end
                else
                begin
                    valid_outher_path <= 1'b1;
                    o_wayt_data_fft3 <= 1'b1;
                end
            end
            else if((path == 2'b11) & (i_fft_wayt_data))
            begin
                data_for_fft_i <= buff3_in_data_i[counter_send3];
                data_for_fft_q <= buff3_in_data_q[counter_send3];
                if(counter_send3 < (NFFT/4)) counter_send3 <= counter_send3 + 1;
                if(counter_send3 == (NFFT/4))
                begin
                    o_wayt_data_fft3 <= 1'b0;
                    path <= 2'b00;
                    counter_resive3 <= 0;
                end
                else
                begin
                    valid_outher_path <= 1'b1;
                    o_wayt_data_fft3 <= 1'b1;
                end
            end
            else
            begin
                o_wayt_data_fft3 <= 1'b1;
                valid_outher_path <= 1'b0;
            end
        end
    end
endmodule

===== /design/flow/run.sh =====
#!/bin/bash
# OpenROAD 26Q1-2900-gdf79404cd8, Yosys 0.63+post, stock flow scripts
make -C /OpenROAD-flow-scripts/flow DESIGN_CONFIG=/design/flow/config.mk WORK_HOME=/design/flow/orfs finish

==> summary.txt <==
fresh numbers from the pnr run: status finished, final reports clean, Syn. warnings 1, Root Buffer clkbuf_16, area figure in the yosys stat output 0.00536 mm², most frequent logic cell in the layout edfxtp_1, Post-Synthesis Cells slightly above 300, Setup CP Type in -> out, Final HPWL DP around 5.7 mm, max_cap viols 0, drt total wl 10.7 mm, routed length per instance around 19 µm, Max Slew Vio Count 0, cts hold-fix bufs 0, setup TNS 0 ns, commonest non-fill, non-tap cells in the layout edfxtp_1 (128), clkdlybuf4s50_1 (71), and3_1 (32), a221o_1 (32), mux2_2 (32), share of cells above drive strength 1 0.197, final core occ 0.536, synthesized area 0.00536 mm², final hold slack around 0.46 ns, CTS tree done, Final Critical Period roughly 4.2 ns, CTS Buffer Depth 2, reg2reg end buff3_in_data_i[0][9], row count approximately 40, cell taking the most area after synthesis edfxtp_1, Die Span Y 118 µm, CORE AREA 0.0128 mm², Synth Seq Share 0.751, Vias/cell between 5 and 6, number of post-CTS setup repair buffers 0, # DRC 0, chip width approximately 120 µm, Final Cycle Share 0.671, peak supply drop roughly 0.24 mV, CP max FO 9, Total GRT Usage 0.170, area share, top type 0.717, crit path DAT about 3 ns, total gr overflow 0, antenna cells 0, skew final ~0.0081 ns, crit end category primary output, DRT Pass-1 Iters 4, H-tree depth 4, CTS clk-pin slew, worst paths ~0.06 ns, Synth area leaders edfxtp_1 (72%), mux2_2 (6.7%), a221o_1 (6.0%), and3_1 (3.9%), dfxtp_1 (3.4%), Sink Count around 140, Max Clk Rate 237 MHz, reg2reg start path[0], hold crit path type reg -> reg, Placed Area approximately 0.0063 mm², ys cells between 300 and 400, hold path start counter_resive1[1], initial antenna violation count 0, Pwr Total about 2.0 mW, Final Hold Fails 0, Avg Cell Area, Syn between 15 and 20 µm², post-route ant nets 0, Startpoint Class primary input, hold path depth 2, largest net degree at the start of global routing 34, relative slew slack 0.659, 1st-iter DRT viols 289, Port Buffers ~71, vias in the first global route 3196, GPL Wtd Cong 0.766, first-pass GRT wire length about 17 mm, I/O Pins around 72, P_leak between 2 and 2.5 nW, slew of the pin with the lowest slew margin 0.512 ns, OpenROAD warnings 25, via count 3045, pwr/cell area between 200 and 300 mW/mm², Seq cells post-synth around 140, Num CTS Buffers 17, Post-CTS Resized 0, die area roughly 0.014 mm², Hold EP counter_resive1[1], Worst Path Required around 5 ns, Final Setup Violations 0, Unique cell types 33, RSZ-0062 raised after global routing false, FP Util 0.418, design area ~0.007 mm², area grow syn2layout 28.2%, clk ins delay skew pair ~0.40 ns, depth of the most critical reg-to-reg path 5, FF-to-FF setup slack ~3.7 ns
[per-layer routing]
layer,wire [µm],global-route usage,up-vias
li1,-,-,1416
met5,0,0,-
met2,4980,0.242,129
met3,1030,0.0884,4
met4,38,0.0160,0
met1,4610,0.262,1496
[synthesized netlist by cell type (all sizes together)]
cell	n
nor2	2
nor3b	1
or3b	2
maj3	1
mux2i	2
nand2	6
a2111oi	1
inv	11
dfxtp	9
nand4bb	1
o41ai	1
nor3	1
nand3b	2
o211ai	2
or2b	1
nand2b	2
or2	2
ha	3
a211o	1
nand3	3
nor4	2
buf	7
clkbuf	13
a221o	32
and3	33
o2111ai	1
a41o	1
a21oi	5
or3	2
edfxtp	128
mux2	32
[metrics by stage]
step           setup WS (ns)  std cells
2_1_floorplan          0.956        310
3_3_place_gp            2.12        542
3_5_place_dp            2.07        542
4_1_cts                 2.06        574
5_1_grt                 1.96        574
6_report                2.07        574
[worst max-delay path by stage]
stage / from / to / slack (ns) / cells past startpoint
4_1_cts: i_valid / o_outvalid / 2.06 / 4
5_1_grt: i_valid / o_outvalid / 1.96 / 4
6_report: i_valid / o_outvalid / 2.07 / 4
[registers in the layout, summed over array words and instances, names as in the netlist]
signal / flops
data_for_fft_q: 16
counter_resive1: 2
data_for_fft_i: 16
o_wayt_data_fft3: 1
path: 2
buff1_in_data_i: 16
buff2_in_data_q: 16
counter_resive2: 2
counter_resive3: 2
buff2_in_data_i: 16
buff3_in_data_i: 16
buff3_in_data_q: 16
buff1_in_data_q: 16
[logic make-up after synthesis]
group | share of synthesized area
DFF | 0.751
and+or+nand+nor | 0.0682
muxes | 0.0710
buffers and inverters | 0.0257
adders and majority gates | 0.00887
AOI/OAI and AO/OA | 0.0756
[worst max-delay path, stage by stage]
cell and delay (ns):
clkdlybuf4s50_1 0.52, or3b_1 0.50, nor3_1 0.20, clkdlybuf4s50_1 0.48
[power breakdown]
group | switching, mW | total [mW] | internal [mW]
combinational | 0.0317 | 0.0842 | 0.0525
sequential | 0.00296 | 1.01 | 1.01
clock | 0.368 | 0.952 | 0.584
[area by class of cell]
class | instances | area [µm²]
Clock buffer | 18 | 429
Timing Repair Buffer | 80 | 778
Tap cell | 172 | 215
Sequential cell | 137 | 4020
Multi-Input combinational cell | 142 | 1230
Clock inverter | 14 | 150
Fill cell | 1047 | 5950
Inverter | 11 | 41.3
Power figures rest on the tool's default switching activity, not on a simulated workload.
